`/design/flow/run.sh`:
```
#!/bin/bash
# OpenROAD 26Q1-2900-gdf79404cd8, Yosys 0.63+post, stock flow scripts
make -C /OpenROAD-flow-scripts/flow DESIGN_CONFIG=/design/flow/config.mk WORK_HOME=/design/flow/orfs finish
```
`/design/flow/config.mk`:
```
export PLATFORM = sky130hd
export DESIGN_NAME = CA_PROJECT
export DESIGN_NICKNAME = CA_PROJECT
export VERILOG_FILES = /design/flow/design.v
export SDC_FILE = /design/flow/constraint.sdc
export NUM_CORES = 4
export LEC_CHECK = 1
export CORE_UTILIZATION = 50
```
`/design/flow/constraint.sdc`:
```
current_design CA_PROJECT

set clk_period 12.1
set clk_io_pct 0.2

create_clock -name clk0 -period $clk_period [get_ports {clk}]

set non_clock_inputs [all_inputs -no_clocks]
set_input_delay [expr $clk_period * $clk_io_pct] -clock clk0 $non_clock_inputs
set_output_delay [expr $clk_period * $clk_io_pct] -clock clk0 [all_outputs]
```
`/design/flow/design.v`:
```
module PROGRAM_COUNTER(
    input clk,
    input reset,
    input [6:0] OPCODE,
    output reg [4:0] prog_addr
);
    always @(posedge clk or posedge reset) begin
        if (reset)
            prog_addr <= 5'b00000;             
        else if (OPCODE == 7'b1010101)         
            prog_addr <= prog_addr;
        else
            prog_addr <= prog_addr + 1;        
    end
endmodule
		module PROGRAM_MEMORY(input clk,
				      input reset,
				      input [4:0]prog_addr,
				      output reg[31:0]instruction
				     );
			reg [31:0] PROG_MEM [0:31];				 
			always @(posedge clk)
			begin
				if(reset)
					instruction <= 32'b0;			 
				else
					instruction <= PROG_MEM[prog_addr];	 
			end
			always @(posedge clk)
			begin
				PROG_MEM[0] <= 32'b0000000_00000_00000_001_01000_1111111;       
				PROG_MEM[1] <= 32'b0000000_00000_00000_100_01001_1111111;       
				PROG_MEM[2] <= 32'b0000000_00000_00000_000_00000_0000000;		 
				PROG_MEM[3] <= 32'b0000000_01001_01000_000_00001_0110011;   		 
				PROG_MEM[4] <= 32'b0100000_01001_01000_000_00010_0110011;		 
				PROG_MEM[5] <= 32'b0000000_01001_01000_110_00011_0110011;		 
				PROG_MEM[6] <= 32'b0000000_01001_01000_111_00100_0110011;		 
				PROG_MEM[7] <= 32'b0000000_01001_01000_100_00101_0110011;		 
				PROG_MEM[8] <= 32'b0000000_00000_00000_000_00000_1010101;		 
				PROG_MEM[9] <= 32'b0000000_00000_00000_000_00000_1010101;		 
			end
		endmodule
		module INSTRUCTION_DECODER(input clk,
					   input [31:0]instruction,
					   output reg[6:0]OPCODE,
					   output reg[6:0]FUNC7,
					   output reg[2:0]FUNC3,
					   output reg[4:0]RS1,
					   output reg[4:0]RS2,
					   output reg[4:0]RD,
					   output reg[19:0]INP
					  );
			reg [4:0] RD_reg;																	
			always@(posedge clk)
			begin
				FUNC7 <= instruction[31:25];				 
				RS2 <= instruction[24:20];				 
				RS1 <= instruction[19:15];				 
				FUNC3 <= instruction[14:12];				 
				INP <= instruction[31:12];				 
				RD_reg <= instruction[11:7];				 
			end
			always @ (*) 
			begin
				OPCODE = instruction[6:0];				 
			end
			always @(posedge clk)
			begin
				RD <= RD_reg;
			end		
		endmodule
module REGISTER_FILE(
    input clk,
    input [4:0] RS1,
    input [4:0] RS2,
    input [4:0] RD, 
    input wr_en_RF,
    input [31:0] Data_In_RF,
    output reg [31:0] OP1,
    output reg [31:0] OP2
);
    reg [31:0] Register_Set [0:31];      
    always @(*)
    begin
        OP1 = Register_Set[RS1];      
        OP2 = Register_Set[RS2];      
    end
    always @(posedge clk)
    begin
        if (wr_en_RF && RD != 5'd0)
            Register_Set[RD] <= Data_In_RF;   
    end
endmodule
module ALU(
    input clk,
    input [6:0] OPCODE,
    input [31:0] OP1,
    input [31:0] OP2,
    input [6:0] FUNC7,
    input [2:0] FUNC3,
    output reg [31:0] OUT
);
    always @(posedge clk) 
    begin
        case({FUNC7, FUNC3, OPCODE})
            17'b0000000_000_0110011: OUT <= OP1 + OP2;  
            17'b0100000_000_0110011: OUT <= OP1 - OP2;  
            17'b0000000_110_0110011: OUT <= OP1 & OP2;  
            17'b0000000_111_0110011: OUT <= OP1 | OP2;  
            17'b0000000_100_0110011: OUT <= OP1 ^ OP2;  
            default: OUT <= 32'b0;  
        endcase
    end
endmodule
module LOAD_BLOCK(
    input clk,                       
    input [6:0] OPCODE,              
    input [19:0] INP,                
    input [31:0] ALU_OUT,            
    output reg wr_en_RF,             
    output reg [31:0] Data_In_RF     
);
    reg [19:0] INP_reg;              
    reg [6:0] OPCODE_reg, OPCODE_reg2;  
    always @(posedge clk) begin
        INP_reg <= INP;   
    end
    always @(posedge clk) begin
        OPCODE_reg2 <= OPCODE;   
        OPCODE_reg <= OPCODE_reg2;   
    end
    always @(*) begin
        if (OPCODE_reg == 7'b1111111) begin
            Data_In_RF = {12'b0, INP_reg};  
            wr_en_RF = 1'b1;                
        end
        else if (OPCODE_reg == 7'b0000000) begin
            Data_In_RF = Data_In_RF;        
            wr_en_RF = 1'b0;                
        end
        else if (OPCODE_reg == 7'b0110011) begin
            Data_In_RF = ALU_OUT;           
            wr_en_RF = 1'b1;                
        end
        else begin
            Data_In_RF = ALU_OUT;           
            wr_en_RF = 1'b0;                
        end
    end
endmodule
module CA_PROJECT(
    input wire clk,              
    input wire reset,            
    output wire [31:0] Out_value  
);
    wire [4:0] prog_addr_wire, RS1_wire, RS2_wire, RD_wire;
    wire [31:0] instruction_wire, OP1_wire, OP2_wire, OUT_wire, Data_In_RF_wire;
    wire [6:0] OPCODE_wire, FUNC7_wire;
    wire [2:0] FUNC3_wire;
    wire [19:0] INP_wire;
    wire wr_en_RF_wire;
    PROGRAM_COUNTER PC(
        .clk(clk),
        .reset(reset),
        .OPCODE(OPCODE_wire),
        .prog_addr(prog_addr_wire)
    );
    PROGRAM_MEMORY PM(
        .clk(clk),
        .reset(reset),
        .prog_addr(prog_addr_wire),
        .instruction(instruction_wire)
    );
    INSTRUCTION_DECODER ID(
        .clk(clk),
        .instruction(instruction_wire),
        .OPCODE(OPCODE_wire),
        .FUNC7(FUNC7_wire),
        .FUNC3(FUNC3_wire),
        .RS1(RS1_wire),
        .RS2(RS2_wire),
        .RD(RD_wire),
        .INP(INP_wire)
    );
    REGISTER_FILE RF(
        .clk(clk),
        .RS1(RS1_wire),
        .RS2(RS2_wire),
        .RD(RD_wire),
        .wr_en_RF(wr_en_RF_wire),
        .Data_In_RF(Data_In_RF_wire),
        .OP1(OP1_wire),
        .OP2(OP2_wire)
    );
    ALU OP(
        .clk(clk),
        .OPCODE(OPCODE_wire),
        .FUNC7(FUNC7_wire), 
        .FUNC3(FUNC3_wire),
        .OP1(OP1_wire),
        .OP2(OP2_wire),
        .OUT(OUT_wire)
    );
    LOAD_BLOCK LB(
        .clk(clk),
        .OPCODE(OPCODE_wire),
        .INP(INP_wire),
        .ALU_OUT(OUT_wire),
        .wr_en_RF(wr_en_RF_wire),
        .Data_In_RF(Data_In_RF_wire)
    );
    assign Out_value = OUT_wire;
endmodule
```
==> results.yml <==
# flow metrics
status:
  status: "complete, no violations"
clock_network:
  cts-root-buf: "clkbuf_16"
  clk_pin_slew_ns: 0.08
  clock_latency_ns: 0.43
  cts_buffer_depth: 2
  postCtsHoldBufs: 0
  htree_levels: 4
  cts_setup_buffers: 0
  numCtsBuffers: 17
  cts_resized: 0
  cts_tree: "done"
route:
  drtIter0Drc: 495
  routed_wl_mm: 23.7
  via_count: 7749
  wl_per_cell_um: 16.7
  num_antenna_cells: 0
  dr.pass1.iters: 5
  final_antenna_net_count: 0
  route.detailed.drc: 0
  routed_via_density: 5.47
final_timing:
  slew-limit-headroom_pct: 49.7
  unclocked_regs: 32
  untimed_endpoints: 128
  hold_viol: 0
  fin_tns_setup_ns: 0
  tightest_slew_ns: 0.755
  drv_slew: 0
  fin_crit_ns: 6.33
  rsz0062_at_grt: "no"
  finalSetupViolations: 0
  max_freq_ghz: 0.158
  fin_skew_ns: 0.0119
  finalCritPeriodShare_pct: 52.3
final_layout:
  largest_register_ffs: 96
  final_cells: 1416
  syn2layout_area_growth_pct: 12.7
  seq_area_um2: 4850
  nFillCells: 1832
  drive_gt1_share_pct: 6.92
  regMostFlops: "RF.Register_Set"
  logic_area_um2: 5520
floorplan:
  die-width_um: 148
  die_h_um: 148
  dieArea_um2: 22000
  initCoreUtil_pct: 51.0
  core_area_um2: 21000
  io_pins: 34
  rows: 53
power_and_ir_drop:
  pwr-share-comb_pct: 40.1
  cellPowerDensity_nw_per_um2: 186
  p_leak_nw: 5.03
  switchingPower_mw: 0.868
  netSwitchingFraction_pct: 38.7
  vdd_drop_max_v: 0.000123
  internal-power_mw: 1.37
  p_clk_share_pct: 25.6
  seq_power_share_pct: 34.3
grt:
  grt_pass1_vias: 7388
  gr-usage-all-layers_pct: 23.4
  grt_pass1_wl_mm: 38.3
  grt-ovfl-total: 0
  grt_max_degree: 79
  antenna_found_initial: 0
synth:
  syn_avg_cell_area_um2: 9.95
  ys_async_sr_fraction_pct: 2.49
  top_area_share_pct: 26.9
  yosys_warnings: 711
  top_cells_by_area: "edfxtp_1 (27%), dfxtp_1 (13%), ha_1 (12%)"
  synth-main-ff-cell: "edfxtp_1"
  synthesis.area_um2: 10700
  ys.flops: 201
  edf_count: 96
  top_area_cell: "edfxtp_1"
  synth_cells: 1078
  yosys-stat-cells: 1078
  yosysUniqueCellTypes: 76
  yosysChipArea_um2: 10700
critical_path:
  path_class: "flop to flop"
  crit_path_top_delay_cell: "buf_4"
  path_cells: "buf_4 -> nor2b_1 -> a21oi_1 -> ha_1 -> o221ai_1 -> or3_1 -> or4_4 -> or4_4 -> nor2_2 -> nor2_1 -> xnor2_1 -> ha_1 -> a21o_1 -> a211oi_1 -> nor2_1 -> mux2_2 -> a32oi_1 -> o21ai_0 -> nor4_1 -> o21ai_1"
  cp.required_ns: 12.42
  cp_max_fo: 78
  slowest_delay_ns: 0.68
  arrival_ns: 6.65
  start_kind: "flop"
  worst_setup_path_end_kind: "flop"
placed_design:
  gp_congestion: 0.965
  dp_hpwl_mm: 16.3
  port_buffers: 33
  place_inst: 1384
min_path:
  hold_class: "flop to flop"
flow_run:
  cap_violations: 0
  warnings: 62
worst paths after layout:
check | slack [ns] | depth (start not counted) | from | end
max | 5.77 | 20 | ID.INP[11] | OP.OUT[31]
min | 0.33 | 0 | PM.instruction[30] | ID.FUNC7[5]
max reg2reg | 5.77 | 20 | ID.INP[11] | OP.OUT[31]
min reg2reg | 0.33 | 0 | PM.instruction[30] | ID.FUNC7[5]
max in group asynchronous | 9.56 | 2 | reset | PC.prog_addr[4]
min in group asynchronous | 2.36 | 2 | reset | PC.prog_addr[3]
power by group through the flow:
stage	Clock, mW	Combinational, mW	Sequential, mW
finish	0.575	0.900	0.769
global route	0.611	1.02	0.782
CTS	0.586	0.900	0.770
area by class of cell:
type	count	area share [%]
clock buffer	17	3.52
clock inverter	15	1.73
inverter	75	2.33
multi-input combinational	785	45.7
sequential	201	40.2
tap	275	2.85
timing repair buffer	48	3.67
cell usage after synthesis (all sizes together), types with 30 or more instances:
cell and instances:
a21oi 92, and2 30, clkbuf 35, dfxtp 68
dlxtn 32, edfxtp 96, ha 101, inv 75
mux2i 42, nand2 92, nor2 41, nor2b 31
o21ai 57, o22ai 32, xnor2 48
logic make-up (layout without fill, tap and decap cells):
group           after synthesis  count (layout)  synth area share [%]
xor+xnor                     61              61                  4.98
compound gates              264             264                  15.0
fa+ha+maj                   102             102                  12.0
simple gates                279             279                  13.7
other cells                   1              32                0.0350
buf+inv                     123             155                  4.56
latches                      32              32                  4.48
flops                       169             169                  40.8
mux                          47              47                  4.48
stage by stage:
step                hold WS, ns  setup WS, ns  cell area [um^2]  utilization, %  power, mW
floorplan                 0.310          6.08             10800               -       1.46
global placement          0.310          5.95             11400            54.5       1.67
detailed placement        0.312          5.83             11400            54.5       1.67
CTS                       0.329          5.80             12100            57.5       2.26
global route              0.339          5.27             12100            57.5       2.41
finish                    0.328          5.77             12100            57.5       2.24
critical path: cells and delay by family, from the launching register on:
kind,cells,cell delay [ns]
and+or+nand+nor,8,2.46
buffers and inverters,1,0.68
DFF,1,0.66
muxes,1,0.29
adders and majority gates,2,0.59
xor gates and xnor gates,1,0.16
AOI/OAI and AO/OA,7,1.34
cell usage in the layout, fill, tap and decap left out, types with 4 or more instances in the layout:
master,n
o31ai_1,5
o22ai_1,32
nor4_1,6
dfxtp_1,66
xor2_1,13
or3_1,6
a21o_1,13
a211oi_1,9
o211ai_1,7
ha_1,101
inv_1,74
edfxtp_1,96
mux2_2,5
nor2_1,39
nor3b_1,4
nand2_1,91
xnor2_1,48
dlxtn_1,32
o21ai_0,56
nand2b_1,6
nor3_1,19
inv_12,7
nand4_1,9
clkdlybuf4s50_1,33
a21oi_1,92
o21a_1,9
clkbuf_16,17
nor2b_1,31
and2_1,29
mux2i_1,41
conb_1,32
nand3_1,6
buf_4,15
dfrtp_1,5
a31oi_1,9
metal layers:
metal	GRT usage (%)	routed length, um	part of all wire (%)	vias up
li1	-	-	-	3929
met1	36.2	11200	47	3630
met2	37.1	11100	47	172
met3	4.10	1050	4.4	18
met4	2.89	316	1.3	0
met5	0	0	0	-
Power figures rest on the tool's default switching activity, not on a simulated workload.
